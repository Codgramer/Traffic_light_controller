[flow/config.mk]
export PLATFORM = sky130hd
export DESIGN_NAME = Traffic_Light_Controller
export DESIGN_NICKNAME = Traffic_Light_Controller
export VERILOG_FILES = /design/flow/design.v
export SDC_FILE = /design/flow/constraint.sdc
export NUM_CORES = 4
export LEC_CHECK = 1
export CORE_AREA = 10 10 89 89
export DIE_AREA = 0 0 99 99
[flow/constraint.sdc]
current_design Traffic_Light_Controller

set clk_period 2.8
set clk_io_pct 0.2

create_clock -name clk0 -period $clk_period [get_ports {clk}]

set non_clock_inputs [all_inputs -no_clocks]
set_input_delay [expr $clk_period * $clk_io_pct] -clock clk0 $non_clock_inputs
set_output_delay [expr $clk_period * $clk_io_pct] -clock clk0 [all_outputs]
[flow/design.v]
`timescale 1s / 1ms
module light (
    input clk,
    output reg [2:0] light
);
parameter S0 = 0, S1 = 1, S2 = 2;
parameter RED = 3'b100, GREEN = 3'b010, YELLOW = 3'b001;
reg [1:0] state;
always @(posedge clk) begin
    case (state)
        S0: state <= S1;
        S1: state <= S2;
        S2: state <= S0;
        default: state <= S0;
    endcase
end
always @ (state) begin
    case (state)
        S0: light = RED;
        S1: light = GREEN;
        S2: light = YELLOW;
        default: light = RED;
    endcase
end
endmodule
`timescale 1s / 1ms
module Traffic_Light_Controller(
    input clk, rst,
    output reg [2:0] light_M1,
    output reg [2:0] light_S,
    output wire [2:0] light_MT,  
    output reg [2:0] light_M2
    );
    parameter S1=0, S2=1, S3=2, S4=3, S5=4, S6=5;
    reg [3:0] count;
    reg [2:0] ps;
    parameter sec7=10, sec5=6, sec2=2, sec3=4;
    light light_inst(
        .clk(clk),
        .light(light_MT)  
    );
    always @(posedge clk or posedge rst) begin
        if (rst == 1) begin
            ps <= S1;
            count <= 0;
        end else begin
            case (ps)
                S1: if (count < sec7) begin
                        ps <= S1;
                        count <= count + 1;
                    end else begin
                        ps <= S2;
                        count <= 0;
                    end
                S2: if (count < sec2) begin
                        ps <= S2;
                        count <= count + 1;
                    end else begin
                        ps <= S3;
                        count <= 0;
                    end
                S3: if (count < sec5) begin
                        ps <= S3;
                        count <= count + 1;
                    end else begin
                        ps <= S4;
                        count <= 0;
                    end
                S4: if (count < sec2) begin
                        ps <= S4;
                        count <= count + 1;
                    end else begin
                        ps <= S5;
                        count <= 0;
                    end
                S5: if (count < sec3) begin
                        ps <= S5;
                        count <= count + 1;
                    end else begin
                        ps <= S6;
                        count <= 0;
                    end
                S6: if (count < sec2) begin
                        ps <= S6;
                        count <= count + 1;
                    end else begin
                        ps <= S1;
                        count <= 0;
                    end
                default: ps <= S1;
            endcase
        end
    end
    always @(ps) begin
        case (ps)
            S1: begin
                light_M1 <= 3'b001;
                light_M2 <= 3'b001;
                light_S <= 3'b100;
            end
            S2: begin 
                light_M1 <= 3'b001;
                light_M2 <= 3'b010;
                light_S <= 3'b100;
            end
            S3: begin
                light_M1 <= 3'b001;
                light_M2 <= 3'b100;
                light_S <= 3'b100;
            end
            S4: begin
                light_M1 <= 3'b010;
                light_M2 <= 3'b100;
                light_S <= 3'b100;
            end
            S5: begin
                light_M1 <= 3'b100;
                light_M2 <= 3'b100;
                light_S <= 3'b001;
            end
            S6: begin 
                light_M1 <= 3'b100;
                light_M2 <= 3'b100;
                light_S <= 3'b010;
            end
            default: begin 
                light_M1 <= 3'b000;
                light_M2 <= 3'b000;
                light_S <= 3'b000;
            end
        endcase
    end                
endmodule
[flow/run.sh]
#!/bin/bash
# OpenROAD 26Q1-2900-gdf79404cd8, Yosys 0.63+post, stock flow scripts
make -C /OpenROAD-flow-scripts/flow DESIGN_CONFIG=/design/flow/config.mk WORK_HOME=/design/flow/orfs finish
==> run_results.csv <==
group,metric,value,unit
status,outcome,"complete, no violations",
grt,global_route.usage.total,3.14,%
grt,grt_first_pass_wirelength,2620,um
place,dpl_worst_slack,0.813,ns
yosys,synthFlopType,"dfrtp_1",
pwr,power_density,403,mW/mm2
pwr,totalPowerFinal,0.365,mW
setup_path,end_kind,"output pin",
grt,first_global_vias,553,
yosys,yosys.area_share.simple,20.8,%
pwr,comb_power_share,1.2,%
routing,total_wire_length,1520,um
yosys,count_of_instantiated_cells_in_the_yosys_netlist,72,
finish,layout-drive-gt1-share,12.3,%
yosys,yosys-mux-area-fraction,3.22,%
cts,cts_num_sinks,12,
floorplan,fp.dieH,99,um
yosys,yosys.cell_types.count,28,
routing,wire_per_inst,9.71,um
yosys,post_synth_most_frequent_cells,"dfrtp_1, nor2_1, inv_1",
final_timing,fin_tns_setup,0,ns
routing,avgViaCountPerCell,3.37,
yosys,synth_top_area_share,34.1,%
yosys,async_reset_ff_share,83.3,%
setup_path,startpoint_type,"flip-flop",
routing,dr.max_layer_used,"met4",
yosys,yosysMostFrequentCell,"dfrtp_1",
setup_path,setup.worst_path.class,"flip-flop to output pin",
cts,cts.clk_slew.worst_paths,0.05,ns
setup_path,critical_path_arrival,1.68,ns
yosys,post_synth_main_area_contributors,"dfrtp_1, ha_1, dfxtp_1",
routing,met1Wirelength,653,um
yosys,ys_seq_elements,12,
place,placedCellCount,152,
floorplan,die.size.x,99,um
place,dp_hpwl,1120,um
routing,drt_iter0_drc,30,
setup_path,critPathMaxFanout,7,
job,warnings,27,
yosys,post_synth_fa_ha_maj_area_fraction,7.58,%
final_timing,worst_slack,0.564,ns
final_timing,unrepaired_setup_endpoints_after_global_routing,"false",
job,max_cap_violations,0,
final_timing,final_min_period_over_clock_period,79.9,%
yosys,postSynthCellCount,72,
yosys,synth_chip_area,661,um2
pwr,peakVddDrop,0.000125,V
cts,tritoncts_clock_tree,"done",
place,portBuffers,13,
floorplan,pre_placement_core_utilization,11.0,%
pwr,seqPwrFrac,47.4,%
final_timing,worst-slew-pin-transition,0.418,ns
yosys,synth_area,661,um2
yosys,synth_xor_xnor_area_share,0,%
final_timing,fin_crit,2.24,ns
routing,met2_length,679,um
floorplan,top_level_ports,14,
cts,postCtsSetupRepairBufs,0,
finish,post_layout_nonfiller_instances,156,
grt,total_congestion_overflow_after_global_routing,0,
pwr,p_sw_share,18.3,%
final_timing,worst_slew_margin_rel,72.1,%
finish,fill_cells,683,
yosys,fraction_of_the_mapped_netlist_area_in_compound_gates,15.3,%
yosys,post_synth_main_logic_family,"simple AND/OR/NAND/NOR gates",
pwr,p_leak,0.389,nW
yosys,largest_area_cell,"dfrtp_1",
finish,syn_to_final_growth,37.3,%
cts,cts.path.max_buffers,2,
cts,clock_tree.root_cell,"clkbuf_8",
routing,diodes,0,
final_timing,fmax,447,MHz
routing,drc_errors,0,
cts,num_cts_buffers,3,
yosys,post_synth.cell_area_avg,9.18,um2
cts,postCtsHoldBufs,0,
routing,first_pass_iters,4,
grt,initial_antenna_violation_count,0,
routing,routed-wl-met3,168,um
pwr,p_int,0.299,mW
cts,ctsHtreeMaxLevel,1,
pwr,power.share.clock,51.4,%
final_timing,slew_violations,0,
yosys,synth_warnings,2,
yosys,synth_sequential_area_ratio,44.1,%
pwr,net-switching-power,0.0668,mW
cts,clock_latency,0.24,ns
routing,vias,525,
final_timing,finalHoldViolations,0,
final_timing,report.final.setup_viol,0,
floorplan,core.rowCount,28,
floorplan,chip_area,0.00980,mm2
setup_path,cp.required,2.24,ns
floorplan,core_area,0.00599,mm2
final_timing,skew,0.00121,ns
place,gp_congestion,0.791,
cts,cts_resized,0,
hold_path,timing.hold.worst.class,"flip-flop to flip-flop",
yosys,edf_count,0,
grt,pin_count_of_the_biggest_net_entering_global_routing,14,
routing,antenna_left,0,
-- final timing paths --
| kind | startpoint | to | slack, ns | depth (start not counted) |
|---|---|---|---|---|
| setup reg to reg | count[2] | count[0] | 1.07 | 5 |
| hold reg to reg | light_inst.state[0] | light_inst.state[1] | 0.52 | 1 |
| setup / recovery | ps[3] | light_S[2] | 0.56 | 3 |
| hold / removal | light_inst.state[0] | light_inst.state[1] | 0.52 | 1 |
| max in group asynchronous | rst | ps[0] | 1.86 | 2 |
| min in group asynchronous | rst | count[0] | 0.61 | 2 |
-- final cells by class --
cell class,count,area [um2],share of cell area (%)
multi-input cells,45,310,34.2
flip-flops and latches,12,292,32.1
repair buffers,13,130,14.3
well taps,75,93.8,10.3
clock buffers,4,55.1,6.07
inverters,7,26.3,2.90
-- critical path: stages (launching register included) --
cell and delay [ns]:
dfrtp_1 0.47, or3_1 0.41, nand2b_1 0.16, clkdlybuf4s50_1 0.40
-- flip-flops by register name, indices dropped and copies added, names as in the netlist --
register,cells
ps,6
count,4
light_inst.state,2
-- per-stage QoR --
step	util (%)	hold slack, ns	area [um2]
6_report	15.1	0.525	907
3_3_place_gp	14.2	0.508	852
3_5_place_dp	14.2	0.526	852
5_1_grt	15.1	0.556	907
4_1_cts	15.1	0.534	907
2_1_floorplan	-	0.399	661
-- kinds of logic after synthesis --
| kind of cell | count (synthesis) |
|---|---|
| DFF | 12 |
| adders and majority gates | 4 |
| and+or+nand+nor | 24 |
| muxes | 2 |
| buffers and inverters | 15 |
| AOI/OAI and AO/OA | 15 |
-- layout by cell type (no fill, tap or decap) --
cell type	synthesis	routed
clkbuf_8	0	4
clkdlybuf4s50_1	0	13
nor2b_1	1	1
dfstp_2	1	1
o41ai_1	1	1
o22ai_1	2	2
dfxtp_1	2	2
or3_1	2	2
and2_1	1	1
or2_2	1	1
dfrtp_1	9	9
mux2_2	1	1
nand4_1	1	1
nor4b_1	1	1
inv_1	7	7
ha_1	4	4
nor2_1	8	8
nor3_4	1	1
nand2b_1	2	2
a21oi_1	4	4
nor3_1	2	2
o21ai_0	4	4
mux2i_1	1	1
nand2_1	3	3
a211oi_2	1	1
or3_4	1	1
a22o_1	2	2
a221o_1	1	1
-- power by group through the flow --
| stage | clock, mW | combinational [mW] | sequential (mW) |
|---|---|---|---|
| after CTS | 0.196 | 0.00455 | 0.173 |
| after global routing | 0.206 | 0.00522 | 0.173 |
| final | 0.188 | 0.00439 | 0.173 |
-- routing by layer --
| metal | up-vias | track usage [%] |
|---|---|---|
| li1 | 260 | - |
| met1 | 247 | 3.77 |
| met2 | 16 | 4.86 |
| met3 | 2 | 1.90 |
| met4 | 0 | 0.331 |
| met5 | - | 0 |
Power and IR drop assume default switching activity.
